==> design.v <==
package usb_defs_pkg;
  localparam logic [3:0] PID_OUT   = 4'h1;
  localparam logic [3:0] PID_IN    = 4'h9;
  localparam logic [3:0] PID_SETUP = 4'h2;
  localparam logic [3:0] PID_DATA0 = 4'h3;
  localparam logic [3:0] PID_DATA1 = 4'hB;
  localparam logic [3:0] PID_ACK   = 4'h2;  
  localparam logic [3:0] PID_NAK   = 4'hA;
  localparam logic [3:0] PID_STALL = 4'hE;
  localparam int EP0 = 0;
  localparam int EP1 = 1;
  localparam int MAX_PKT = 64;
  localparam int EP1_FIFO_DEPTH = 16;  
  localparam int ADDR_WIDTH = 7;
  typedef enum logic [1:0] {OK = 2'b00, ERR = 2'b01, STALLED = 2'b10} status_t;
endpackage
`timescale 1ns/1ps
module usb_addr_reg (
  input  wire                   clk,
  input  wire                   rst_n,
  input  wire                   wr_en,
  input  wire [6:0]             wr_addr,
  output reg  [6:0]             addr_out
);
  always_ff @(posedge clk or negedge rst_n) begin
    if (!rst_n) begin
      addr_out <= 7'd0;
    end else if (wr_en) begin
      addr_out <= wr_addr;
    end
  end
endmodule
==> run.sh <==
#!/bin/bash
# OpenROAD 26Q1-2900-gdf79404cd8, Yosys 0.63+post, stock flow scripts
make -C /OpenROAD-flow-scripts/flow DESIGN_CONFIG=/design/flow/config.mk WORK_HOME=/design/flow/orfs finish
==> config.mk <==
export PLATFORM = sky130hd
export DESIGN_NAME = usb_addr_reg
export DESIGN_NICKNAME = usb_addr_reg
export VERILOG_FILES = /design/flow/design.v
export SDC_FILE = /design/flow/constraint.sdc
export NUM_CORES = 4
export LEC_CHECK = 1
export CORE_AREA = 10 10 70 70
export DIE_AREA = 0 0 80 80
==> constraint.sdc <==
current_design usb_addr_reg

set clk_period 1.5
set clk_io_pct 0.2

create_clock -name clk0 -period $clk_period [get_ports {clk}]

set non_clock_inputs [all_inputs -no_clocks]
set_input_delay [expr $clk_period * $clk_io_pct] -clock clk0 $non_clock_inputs
set_output_delay [expr $clk_period * $clk_io_pct] -clock clk0 [all_outputs]
==> summary.txt <==
Purpose: to document the outcome of synthesis and place and route.

Global routing
The first global-routing pass estimated 1235 um of wire. The pin count of the biggest net entering global routing is 8. The number of global-route vias before repair is 233. The total routing resource utilization after global routing is 0.02628. The number of antenna violations at the first check in global routing is 0. Summed over all layers, the global routing overflow is 0.

CTS
The clock latency at the later pin of the worst-skew pair is 0.24 ns. The CTS tree is built. The number of buffers added for setup after CTS is 0.

The total CTS buffers is 3. Hold repair after CTS inserted 0 buffers. No sink is reached through more buffers than the 2 on the longest clock path. The number of sinks on the clock net is 7. Clock-pin slew was measured on the worst setup and hold paths at 0.05 ns. CTS built an H-tree with a depth of 1. The CTS root buffer is sky130_fd_sc_hd__clkbuf_4. The number of gates resized after cts is 0.

Worst setup path
The critical path launch point type is a flop. OpenSTA lists the critical path startpoint as addr_out[0]. The reg-to-reg critical path endpoint is addr_out[3].

The critical path class is flop to output pin. STA classifies the critical path endpoint as an output pin. For the worst flop-to-flop path, the logic depth is 1. The cell with the largest stage delay on the worst path is sky130_fd_sc_hd__clkdlybuf4s50_1. The startpoint of the most critical register-to-register path is addr_out[3]. Grouping stages by cell kind, the critical path spends the most delay in buffers and inverters. The delay contributed by the slowest stage of the critical path is 0.48 ns. The minimum setup slack among reg-to-reg paths is 0.74 ns. The count of buffering cells on the critical path with inverters included is 1. The required time at the endpoint of the critical path is 1.20 ns.

For reference, the critical path cell chain is clkdlybuf4s50_1. At the worst endpoint, the arrival time is 1.08 ns. The report shows a maximum critical-path fanout of 2.

Synth
The synth_stat.txt file lists the number of cells as 15. The share of flip-flops with an asynchronous set or reset after synthesis is 1.000. The warning count from the yosys run is 1. Summing all multiplexer cells gives an area fraction of 0.3605. The share of synthesized area in the top cell type comes to 0.6009. By area the synthesized netlist is led by sky130_fd_sc_hd__dfrtp_1, sky130_fd_sc_hd__mux2_4, sky130_fd_sc_hd__buf_6. For this run, the register share of the synthesized area comes to 0.6009. The share of the synthesized netlist area taken by xor and xnor gates is 0. The synthesized instance count is 15.

The area share of and/or/nand/nor cells after synthesis is 0. The count of cell types in the netlist is 3. The post-synth register bit count is 7. Summing every instance area after synthesis gives 291.5 sq um. The chip area from the yosys synthesis statistics is 291.5 sq um. Counting instances in the post-synthesis netlist gives the leading cell types as sky130_fd_sc_hd__dfrtp_1, sky130_fd_sc_hd__mux2_4, sky130_fd_sc_hd__buf_6. The main flop type after synthesis is sky130_fd_sc_hd__dfrtp_1. The post-synthesis adder-cell area fraction is 0.

The synthesis run identifies the leading combinational cell family as multiplexers. In this run, synthesis inferred 0 flip-flops with an integrated enable. The post-synthesis share of cell area spent on and-or and or-and gates is 0. The leading area contributor after synthesis is sky130_fd_sc_hd__dfrtp_1. The average instance area after synthesis is 19.44 sq um.

Cells and area
In the final layout, the registers with the most flip-flops are addr_out (7). The layout overhead on the synthesized area is 84.98%. Of the cells placed in the final design, the portion with a size suffix greater than 1 is 0.3333. The register with the most flip-flops in the layout has 7 of them.

The register ranked first by flip-flop count is addr_out.

Final timing
The worst slew margin relative to its limit is 0.7861. For the final database, setup skew stands at 0 ns. The fmax is 0.7273 GHz.

Counting pins that exceed their max-slew limit in the final report gives 0. The count of final hold-check violations is 0. The sum of negative setup slack is 0 ns. Dividing the final minimum period by the clock period gives 0.9167. The slew at the pin with the worst max-slew slack is 0.3199 ns. The worst path in the final design needs a cycle of 1.375 ns, including I/O delays and setup. The number of endpoints failing setup at the final stage is 0. Setup repair after global routing left no endpoint under its margin.

Power and ir drop
The script computed a power per unit cell area of 898.7 nW/um^2. The leakage component of the power is 0.0002265 uW. The design draws 484.7 uW. Looking at the VDD voltage map, the peak drop is 0.3735 mV.

Job
The count of maximum capacitance violations is 0. Across all stage logs, warnings added up to 25.

Routing
The diode insertion count for antenna repair is 0. The total iterations of the first detailed-routing run is 2. In this run the remaining antenna-violating nets after routing total 0. The via density per instance is 2.305. The iteration-0 DRC count of the detailed router is 2. The DRC violation total left in the routed layout is recorded as 0. The routed length per placed instance is 9.537 um. The total detailed-routing wirelength is 782 um.

Summing over every cut layer, the via total after detailed routing is 189.

Floorplanning
The number of rows created at floorplan is 21. The number of top-level pins is 17. The die extent in y is 80 um.

The chip occupies 6400 sq um. The floorplan step records an initial core utilization of 0.08535. The total area inside the core boundary comes to 3416 sq um.

The horizontal die dimension reported for this design is 80 um.

Placed design
Per the gpl log, the routability congestion estimate is 0.6395. The total half-perimeter wirelength after legalization and detailed placement is 677.9 um. In this run the tool buffered the top-level ports with 16 buffer cells.

Run status
The flow ran to the end, and the final reports show no timing, DRC or antenna violations.

Min path
According to the hold report, the worst path is of the primary input to async pin type.
## worst max path at each step
| stage | slack, ns | depth (start not counted) | end |
|---|---|---|---|
| after CTS | 0.09 | 1 | addr_out[0] |
| after global routing | 0.05 | 1 | addr_out[4] |
| final | 0.12 | 1 | addr_out[0] |
## placed cells by master, fill, tap and decap left out, drive strengths merged
cell type | Yosys | layout
buf | 1 | 2
clkbuf | 0 | 4
mux2 | 7 | 7
clkdlybuf4s50 | 0 | 16
dfrtp | 7 | 7
## logic make-up after synthesis
kind of cell and count (synthesis):
mux 7, buf+inv 1, flops 7
## metal layers
layer,global-route usage,vias up,part of all wire
met3,0.01705,0,0.065
met5,0,-,0
li1,-,95,-
met1,0.03230,85,0.48
met2,0.04013,9,0.45
met4,0,0,0
## layout make-up
cell class / instances / area (sq um)
clock buffer: 4 / 26.28
tap: 46 / 57.56
sequential: 7 / 175.2
multi-input combinational: 7 / 105.1
timing repair buffer: 18 / 175.2
fill: 393 / 2877
## power breakdown
part | switching, uW | internal (uW)
sequential | 10.5 | 208
combinational | 19.6 | 81.5
clock | 63.6 | 101
total | 93.7 | 391
## stage by stage
step / cells / setup WS, ns / utilization / instance area [sq um] / hold WS, ns
6_report: 82 / 0.1250 / 0.1579 / 539.3 / 0.3159
4_1_cts: 82 / 0.09455 / 0.1579 / 539.3 / 0.3172
2_1_floorplan: 15 / 0.6678 / - / 291.5 / 0.004409
3_3_place_gp: 78 / 0.1303 / 0.1502 / 513.0 / 0.4961
5_1_grt: 82 / 0.05482 / 0.1579 / 539.3 / 0.3281
3_5_place_dp: 78 / 0.1261 / 0.1502 / 513.0 / 0.4997
Power figures rest on the tool's default switching activity, not on a simulated workload.
